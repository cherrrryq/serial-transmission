`design/flow/constraint.sdc`:
```
current_design smg_interface_demo

set clk_period 4.4
set clk_io_pct 0.2

create_clock -name clk0 -period $clk_period [get_ports {CLK}]

set non_clock_inputs [all_inputs -no_clocks]
set_input_delay [expr $clk_period * $clk_io_pct] -clock clk0 $non_clock_inputs
set_output_delay [expr $clk_period * $clk_io_pct] -clock clk0 [all_outputs]
```
`design/flow/design.v`:
```
module demo_control_module(
	input clk,
	input rst,
	input confirm,
	input key,
	output [23:0]number_sig,
	output [3:0]led,
	output [7:0]data,
	output flag_reg_8s
);
reg  key_confirm , key_key;
reg [19:0] count;
always@(posedge clk)
begin if(!rst)
		count <= 20'd0;
		else
begin if(count == 20'd999999)
     begin
       count <= 20'b0;
		 key_confirm <= confirm ;
		 key_key <= key;
     end
	    else  count <= count +20'b1;
		 end  end 
reg  led_guide;  initial led_guide = 1;
reg [4:0]count_confirm; initial count_confirm = 0;
reg flag_confirm; initial flag_confirm = 1;
always@(posedge clk)
if(!rst) begin count_confirm <= 0;  led_guide<= 1; end
else begin case(key_confirm)
			  1'b0: begin if(flag_confirm)  begin
					 count_confirm <= count_confirm +1'b1; flag_confirm<=0; led_guide <= led_guide +1'b1; end
							  else count_confirm <= count_confirm ; end
			  1'b1: begin flag_confirm <= 1; end
            endcase  end
reg [7:0]count_key; initial count_key = 0;
reg flag_key; initial flag_key = 1;
always@(posedge clk)
if(!rst) begin count_key[7:0] <= 0; end
else begin case(key_key)
			  1'b0: begin if(flag_key) begin
					 count_key[count_confirm] <= 1'b1; flag_key <= 0; end
									else count_key<= count_key ; end
				1'b1:begin flag_key <= 1; end
				endcase end
reg flag_led1, flag_led2, flag_final;
always@(posedge clk) 
if(!rst) begin  flag_led1 <= 0; flag_led2 <= 0; flag_final <= 0; end
else  case(count_confirm)
		5'd4:     begin flag_led1 <= 1; flag_led2 <= 0; flag_final <= 0; end
		5'd8:     begin flag_led1 <= 0; flag_led2 <= 1; flag_final <= 1; end
		default : begin flag_led1 <= 0; flag_led2 <= 0; flag_final <= 0; end
      endcase 
assign led={(flag_led1|led_reg1),(flag_led2^led_reg2)};    
reg [3:0]number1;
reg flag_record1; initial flag_record1 = 1;
always@(posedge clk)
	if(!rst) 
	begin number1 <= 0;   flag_record1 <= 1; end
	else if(flag_led1&flag_record1) 
	     begin number1 <= count_key[3:0]; flag_record1 <= 0; end
reg [3:0]number2;
reg flag_record2; initial flag_record2 = 1;
always@(posedge clk)
	if(!rst)
	begin number2 <= 0;   flag_record2 <= 1; end
	else if(flag_led2&flag_record2)
		  begin number2 <= count_key[7:4]; flag_record2 <= 0; end
reg [3:0]number_large;
reg flag_1,flag_2,flag_m;
always@(posedge clk)
	if((!rst)|(!flag_final)) begin number_large <= 0; flag_1 <=0; flag_2<=0; flag_m <=0; end
	else if(number1 > number2) begin number_large <= number1; flag_1 <=1; flag_m <=0; flag_2 <=0;end
			else if( number1 == number2) begin number_large <= number1 ; flag_m <= 1;flag_1 <=0; flag_2 <=0; end
					else begin number_large <= number2; flag_2 <= 1; flag_m <=0; flag_1 <=0;end
reg [23:0] lins;
always@(posedge clk)
begin
lins[3:0] <= number_large;
lins[19:16] <= number2;
lins[23:20] <= number1;
lins[11:8] <=number_large;
lins[15:12] <= 4'd10;
lins[7:4] <=4'd10;
end
reg flag; initial flag = 0;
always@(posedge clk) begin
if(!rst)
begin flag = 0; end
else if(count_confirm > 5'd7) begin flag = 1; end
end
reg flag_8s; initial flag_8s = 0;
reg [28:0] counter;
reg [25:0]count05;    
always@(posedge clk) begin
if(!flag) begin counter <= 0; flag_8s <= 0; count05 <= 0; end
else begin  count05 <= count05 + 1'b1; 
				if(counter == 29'd399999991) begin
				flag_8s <= 1;
				counter <=0;
				end
				else counter <= counter +1'b1; end
		end
reg led_reg1, led_reg2;
always@(posedge clk)  begin
if(!rst) begin led_reg1 <= 0; led_reg2 <= 0; end
else begin if(count05< 26'd34500000) begin  
		case({flag_1,flag_2,flag_m})
		3'd100: begin led_reg1 <= 1; led_reg2 <= 0; end
		3'd010: begin led_reg1 <= 0; led_reg2 <= 1; end
		3'd001: begin led_reg1 <= 1; led_reg2 <= 1; end
		default: ;
		endcase  end
		else begin led_reg1 <= 0; led_reg2 <= 0;  end end end
assign flag_reg_8s = flag_8s;
assign number_sig[23:0] = lins[23:0] ;
assign data = {4'd0,lins[11:8]};
endmodule 
module smg_control_module
(
    input CLK,
	 input RSTn,
	 input [23:0]Number_Sig,
	 output [3:0]Number_Data
);
	 parameter T1MS = 16'd49999;             
	  reg [15:0]C1;
	 always @ ( posedge CLK or negedge RSTn )
	     if( !RSTn )
		      C1 <= 16'd0;
		  else if( C1 == T1MS )
		      C1 <= 16'd0;
		  else
		      C1 <= C1 + 1'b1;
	 reg [3:0]i;
	 reg [3:0]rNumber;
	 always @ ( posedge CLK or negedge RSTn )
	     if( !RSTn )
		      begin
		          i <= 4'd0;
			    	 rNumber <= 4'd0;
				end
		  else  begin 
		      case( i )
				    0:
					 if( C1 == T1MS ) i <= i + 1'b1;
					 else rNumber <= Number_Sig[23:20];           
					 1:
					 if( C1 == T1MS ) i <= i + 1'b1;
					 else rNumber <= Number_Sig[19:16];           
					 2:
					 if( C1 == T1MS ) i <= i + 1'b1;
					 else rNumber <= Number_Sig[15:12];           
					 3:
					 if( C1 == T1MS ) i <= i + 1'b1;
					 else rNumber <= Number_Sig[11:8];            
					 4:
					 if( C1 == T1MS ) i <= i + 1'b1;
					 else rNumber <= Number_Sig[7:4];             
					 5:
					 if( C1 == T1MS ) i <= 4'd0;
					 else rNumber <= Number_Sig[3:0];             
				endcase
				 end
	 assign Number_Data = rNumber;
endmodule
module smg_encode_module
(
	 input CLK,
	 input RSTn,
	 input [3:0]Number_Data,
	 output [7:0]SMG_Data
);
	 parameter _0 = 8'b1100_0000, _1 = 8'b1111_1001, _2 = 8'b1010_0100, 
	           _3 = 8'b1011_0000, _4 = 8'b1001_1001, _5 = 8'b1001_0010, 
				  _6 = 8'b1000_0010, _7 = 8'b1111_1000, _8 = 8'b1000_0000,
				  _9 = 8'b1001_0000,_X = 8'b1011_1111;
	 reg [7:0]rSMG;
	 always @ ( posedge CLK or negedge RSTn )
	     if( !RSTn )
		      begin
				    rSMG <= 8'b1111_1111;
				end
        else 
		       case( Number_Data )
					  4'd0 : rSMG <= _0;
					  4'd1 : rSMG <= _1;
					  4'd2 : rSMG <= _2;
					  4'd3 : rSMG <= _3;
					  4'd4 : rSMG <= _4;
					  4'd5 : rSMG <= _5;
					  4'd6 : rSMG <= _6;
					  4'd7 : rSMG <= _7;
					  4'd8 : rSMG <= _8;
					  4'd9 : rSMG <= _9;
					  4'd10 : rSMG <= _X;
				 endcase
	 assign SMG_Data = rSMG;
endmodule
module smg_interface
(
    input CLK,
	 input RSTn,
	 input [23:0]Number_Sig,
	 output [7:0]SMG_Data,
	 output [5:0]Scan_Sig
);
	 wire [3:0]Number_Data;
	 smg_control_module U1
	 (
	    .CLK( CLK ),
		 .RSTn( RSTn ),
		 .Number_Sig( Number_Sig ),     
		 .Number_Data( Number_Data )   
	 );
    smg_encode_module U2
	 (
	     .CLK( CLK ),
		  .RSTn( RSTn ),
		  .Number_Data( Number_Data ),    
		  .SMG_Data( SMG_Data )           
	 );
	 smg_scan_module U3
	 (
	     .CLK( CLK ),
		  .RSTn( RSTn ),
		  .Scan_Sig( Scan_Sig )   
	 );
endmodule
module smg_interface_demo
(
    input CLK,                       
	 input RSTn,                      
	 input R1,
	 input key,
	 output [7:0]SMG_Data,            
	 output [5:0]Scan_Sig,             
	 output [3:0] led,
	 output rx
);
wire flag_8s;
    wire [23:0]Number_Sig;
	 wire [7:0] data;
    demo_control_module U1
	 (
	     .clk( CLK ),
		  .rst( RSTn^flag_8s ),      
		  .confirm(R1),
		  .key(key),
		  .number_sig( Number_Sig ),  
		  .led(led),
		  .data(data),
		  .flag_reg_8s(flag_8s)
	 );
	 smg_interface U2
	 (
	     .CLK( CLK ),
		  .RSTn( RSTn^flag_8s),    
		  .Number_Sig( Number_Sig ),  
		  .SMG_Data( SMG_Data ),      
		  .Scan_Sig( Scan_Sig )      
	 );
	  uart u_uart(
	  .mclk(CLK),
	  .rst_n(RSTn),
	  .baud_set(4'd1),
	  .data_byte(data),
	  .send_en(1'd1),
	  .rs232_tx(rx),
	  .tx_done()
	  );
endmodule
module smg_scan_module
(
    input CLK, 
	 input RSTn, 
	 output [5:0]Scan_Sig
);
	 parameter T1MS = 16'd49999;
	 reg [15:0]C1;
	 always @ ( posedge CLK or negedge RSTn )
	     if( !RSTn )
		      C1 <= 16'd0;
		  else if( C1 == T1MS )
		      C1 <= 16'd0;
		  else
		      C1 <= C1 + 1'b1;
	 reg [3:0]i;
	 reg [5:0]rScan;
	 always @ ( posedge CLK or negedge RSTn )
	     if( !RSTn )
		      begin
		          i <= 4'd0;
		          rScan <= 6'b100_000;
			   end
		  else 
		      case( i )
					 0:
		          if( C1 == T1MS ) i <= i + 1'b1;
					 else rScan <= 6'b011_111;                       
					 1:
					 if( C1 == T1MS ) i <= i + 1'b1;
					 else rScan <= 6'b101_111;                       
					 2:
					 if( C1 == T1MS ) i <= i + 1'b1;
					 else rScan <= 6'b110_111;                       
					 3:
					 if( C1 == T1MS ) i <= i + 1'b1;
					 else rScan <= 6'b111_011;                       
					 4:
					 if( C1 == T1MS ) i <= i + 1'b1;
					 else rScan <= 6'b111_101;                       
					 5:
					 if( C1 == T1MS ) i <= 4'd0;
					 else rScan <= 6'b111_110;                       
				endcase
	 assign Scan_Sig = rScan;
endmodule
`timescale 1ns / 1ps
module uart(
            input          mclk,    
            input          rst_n,           
            input  [ 3:0]  baud_set,      
            input  [7:0]  data_byte,    
            input          send_en,      
            output  reg   rs232_tx,     
            output  reg   tx_done       
    );
reg           uart_state;
reg   [15:0]  bps_DR;    
reg           bps_clk;    
reg    [15:0] div_cnt;    
reg    [ 3:0] bps_cnt;    
reg    [7:0] r_data_byte;   
parameter START_BIT = 0,
            STOP_BIT = 1;
 always @(posedge mclk or negedge rst_n)
 begin
     if(!rst_n)
          bps_DR <= 16'b0;    
      else 
      begin
      case(baud_set)
        0: bps_DR <= 31; 
        1: bps_DR <= 2603; 
        2: bps_DR <= 1302; 
        3: bps_DR <= 867; 
        default: bps_DR <= 5207; 
        endcase
        end
 end
 always @(posedge mclk, negedge rst_n)
 begin
    if(!rst_n)
    begin
        bps_clk <= 1'b0;
        div_cnt <= 1'b0;
    end
    else if(uart_state)
    begin
        if(div_cnt == bps_DR) 
        begin
            bps_clk <= 1;
            div_cnt <= 0;
        end
        else
        begin
            bps_clk <= 0;
            div_cnt <= div_cnt + 1;
        end
    end
 end               
	 always @(posedge mclk or negedge rst_n) 
 begin
    if(!rst_n)
        bps_cnt <= 0;
    else if(tx_done)
        bps_cnt <= 0;
    else 
    begin
        if (bps_cnt == 11)
            bps_cnt <= 0;
        else if(bps_clk)
            bps_cnt <= bps_cnt + 1;
        else 
            bps_cnt <= bps_cnt;
    end
 end
always @(posedge mclk or negedge rst_n)
      begin
         if(!rst_n)
             r_data_byte <= 8'b0;
         else if(send_en == 1)           
             r_data_byte <= data_byte;       
      end
 always @(posedge mclk or negedge rst_n)
      begin
         if(!rst_n)
             rs232_tx <= 0;
         else 
         begin
             case(bps_cnt)
             0:rs232_tx <= 1; 
             1:rs232_tx <= START_BIT;
             2:rs232_tx <= r_data_byte[0];
             3:rs232_tx <= r_data_byte[1];
             4:rs232_tx <= r_data_byte[2];
             5:rs232_tx <= r_data_byte[3];
             6:rs232_tx <= r_data_byte[4];
             7:rs232_tx <= r_data_byte[5];
             8:rs232_tx <= r_data_byte[6];
             9:rs232_tx <= r_data_byte[7];    
              10:rs232_tx <= STOP_BIT;
             default:rs232_tx <= 1;
             endcase
         end
      end   
  always @(posedge mclk or negedge rst_n)
  begin
          if(!rst_n)
                  tx_done <= 0;
           else if(bps_cnt == 14)
                  tx_done <= 1;
                else
                  tx_done <= 0;
  end    
  always @(posedge mclk or negedge rst_n)
      begin
         if(!rst_n)
             uart_state <= 0;
         else if(send_en)
             uart_state <= 1;
         else if(tx_done)
             uart_state <= 0;
         else 
             uart_state <= uart_state;
     end
endmodule
```
`design/flow/config.mk`:
```
export PLATFORM = sky130hd
export DESIGN_NAME = smg_interface_demo
export DESIGN_NICKNAME = smg_interface_demo
export VERILOG_FILES = /design/flow/design.v
export SDC_FILE = /design/flow/constraint.sdc
export NUM_CORES = 4
export LEC_CHECK = 1
export CORE_UTILIZATION = 50
```
`design/flow/run.sh`:
```
#!/bin/bash
# OpenROAD 26Q1-2900-gdf79404cd8, Yosys 0.63+post, stock flow scripts
make -C /OpenROAD-flow-scripts/flow DESIGN_CONFIG=/design/flow/config.mk WORK_HOME=/design/flow/orfs finish
```
==> deck_impl_summary.md <==
Physical Implementation Snapshot

Power
  – Combinational share of power: 4.8%
  – Design internal power: 3.14 mW
  – Fraction of power spent switching nets: 21.8%
  – Part of the power in registers: 50.8%
  – Total power density per cell area: 387 nW/um^2
  – Leakage power: 4.00 nW
  – Net load switching power: 0.878 mW
  – Power share of the clock group: 44.4%
  – Worst-case vdd ir drop: 270 uV

Logic synthesis
  – Number of cell instances after yosys synthesis: 978
  – Post-synth area from yosys stat: 9310 sq um
  – Number of distinct library cell variants in the gate-level netlist after synthesis: 66
  – Most instantiated flip-flop cell in the synthesis netlist: dfxtp_1
  – Proportion of synthesized chip area in sequential cells: 50.7%
  – Post-synth EDFFs: 4
  – Post-synthesis instance area: 9310 sq um
  – Instance count of the mapped netlist: 978
  – Synthesized flop and latch total: 212
  – Async set-reset flop share out of synthesis: 40.1%
  – Warning count from the yosys run: 7
  – Post-synthesis area per instance: 9.52 sq um

GRT
  – Total global routing track utilization: 18.7%
  – GRT Residual Overflow: 0
  – Maximum number of pins on one net before global-route repair: 39
  – Antenna violations before repair: 0
  – Wire length of the first global-routing pass: 29.5 mm
  – Vias in the first global route: 6309

Final timing
  – Tmin final: 2.66 ns
  – Final-report max-slew violation count: 0
  – Final Cycle Share: 60.4%
  – Total Negative Setup Slacks: 0 ns
  – Clock skew: 0.0112 ns
  – Highest clock rate: 376 MHz
  – RSZ-0062 raised after global routing: false
  – Relative max-transition margin: 42.9%
  – Final hold vios: 0
  – Slew at the pin closest to its max-slew limit: 0.849 ns
  – # setup viols final: 0

Place
  – Detail Placement HPWL: 10.7 mm
  – Number of buffers added on ports: 19
  – Global placement routability congestion: 0.814

Floorplanning
  – I/O Pins: 23
  – Chip area: 19200 sq um
  – Core utilization before placement: 51.5%
  – Core Region: 18100 sq um
  – Vert. Die Dim: 138 um
  – Row count: 49
  – Die x size: 138 um

Worst setup path
  – Biggest fanout along the worst timing path: 33
  – Stage delay of the slowest cell on the critical path: 0.57 ns
  – Worst path top cell family by delay: buffers and inverters
  – Crit path DAT: 3.07 ns
  – Critical path endpoint category: flop
  – Bufs and invs on worst path: 3
  – Critical path class: in -> reg
  – Slowest cell on the critical path: nand2_1
  – Series of cell instances along the critical path: clkdlybuf4s50_1 > xnor2_2 > buf_4 > inv_2 > nand2_1 > nor2_1
  – Type of element launching the critical path: primary input
  – Required time of the worst setup path: 4.82 ns

Finish
  – Area grow syn2layout: 11.5%
  – Layout Utilization: 57.4%
  – # fillers: 1568
  – Proportion of layout cells with a drive suffix above 1: 6.44%

Routing
  – Total Wirelength: 16.3 mm
  – Residual antenna-violating net count after detailed routing: 0
  – Number of antenna cells inserted: 0
  – DRC errors left: 0
  – Initial DRT Pass Iterations: 21
  – Vias per Instance: 5.37
  – DRC marker count from the first detailed-route iteration: 358
  – Post-DR wirelength/cell: 13.1 um
  – Length of routed met2 wiring: 7.08 mm
  – Vias after detailed routing: 6650
  – DRT met1 WL: 8.42 mm
  – Highest signal layer in the routed design: met4
  – WL met3: 479 um

Run status
  – Status: completed

CTS
  – Number of sinks driven by the clock tree: 212
  – Depth of the CTS H-tree: 1
  – Clock tree from TritonCTS: yes
  – Cell chosen for the clock root: clkbuf_16
  – Clock slew at reported path FFs: 0.06 ns
  – Count of cells resized by post-cts repair: 0
  – Post-CTS Hold Fix Bufs: 0
  – Number of buffers between clock root and the deepest sink: 3
  – Worst-skew pair later-pin latency: 0.50 ns
  – Clock buffer count from CTS: 23
  – Setup fix buffers added after clock tree synthesis: 0

Flow run
  – Number of warnings in the stage logs: 29
  – Number of max-capacitance violations reported: 0

Min path
  – Worst hold-check path type: reg -> reg
## routing by layer
metal | vias up | track usage (%)
met2 | 60 | 27.9
met3 | 24 | 2.26
met5 | - | 0
met1 | 3092 | 31.1
met4 | 0 | 2.78
li1 | 3474 | -
## area by class of cell
type                            count  area, sq um  area share [%]
Clock buffer                       37          688            6.62
Multi-Input combinational cell    707         4350            41.9
Inverter                           25         93.8           0.903
Clock inverter                      4         20.0           0.193
Timing Repair Buffer               24          228            2.19
Tap cell                          229          287            2.76
Sequential cell                   212         4720            45.4
## power groups by stage
stage / logic (mW) / clock network, mW / registers, mW
4_1_cts: 0.198 / 1.84 / 2.04
5_1_grt: 0.229 / 1.92 / 2.05
6_report: 0.194 / 1.79 / 2.04
## path summary, 6_finish.rpt
path,startpoint,to,slack (ns),depth (start not counted)
max,RSTn,U1.count[18]$_SDFF_PP0_,1.74,6
min reg2reg,U1.number_large[3]$_SDFF_PP0_,U1.lins[11]$_DFF_P_,0.33,0
min,U1.number_large[3]$_SDFF_PP0_,U1.lins[11]$_DFF_P_,0.33,0
max in group asynchronous,RSTn,U2.U2.rSMG[6]$_DFFE_PP1P_,2.17,5
max reg2reg,U1.counter[0]$_SDFF_PP0_,U1.counter[6]$_SDFF_PP0_,2.06,5
min in group asynchronous,U1.flag_8s$_SDFFE_PN0N_,U2.U3.i[2]$_DFFE_PP0P_,0.70,3
## synthesized netlist by cell type, drive strengths merged, types with 4 or more instances
cell / n / area [sq um]
a21oi: 34 / 170
nand4: 27 / 169
o32a: 6 / 60.1
buf: 10 / 65.1
nor4b: 5 / 50.0
nor4: 16 / 106
dfstp: 8 / 210
or3: 11 / 68.8
dfrtp: 77 / 1930
clkbuf: 26 / 97.6
mux2i: 8 / 80.1
nand3: 73 / 365
xnor2: 49 / 429
a22o: 5 / 43.8
nand2: 80 / 300
dfxtp: 123 / 2460
o21ai: 23 / 119
and4: 13 / 114
and3: 20 / 125
nand4b: 5 / 43.8
mux2: 6 / 67.6
inv: 25 / 93.8
nor3b: 5 / 42.5
edfxtp: 4 / 120
nor3: 23 / 120
nor2b: 13 / 81.3
and2: 7 / 43.8
ha: 16 / 200
or2: 4 / 25.0
xor2: 63 / 552
nor2: 135 / 507
a31oi: 7 / 43.8
## metrics by stage
step | hold slack [ns] | worst slack (ns) | std cells | area (sq um) | total power, mW
floorplan | 0.310 | 0.618 | 980 | 9320 | 2.22
global placement | 0.311 | 1.17 | 1197 | 9680 | 2.28
detailed placement | 0.315 | 1.13 | 1197 | 9680 | 2.28
CTS | 0.330 | 1.65 | 1238 | 10400 | 4.08
finish | 0.326 | 1.74 | 1238 | 10400 | 4.02
global route | 0.334 | 1.41 | 1238 | 10400 | 4.20
## cells by family after synthesis
logic type               Yosys count  synth area share (%)
AND/OR/NAND/NOR                  450                  24.4
flip-flops                       212                  50.7
XOR/XNOR                         112                  10.5
AND-OR/OR-AND                    111                  7.86
buffers and inverters             61                  2.75
adder cells (fa/ha/maj)           16                  2.15
multiplexers                      14                  1.59
other                              2                0.0806
## placed cells by master (no fill, tap or decap), drive strengths merged, types with 4 or more instances in the layout
master / synthesis / layout
nand4: 27 / 27
dfxtp: 123 / 123
nand2: 80 / 80
a31oi: 7 / 7
and2: 7 / 7
nand3: 73 / 73
or2: 4 / 4
nor3b: 5 / 5
nor4: 16 / 16
mux2i: 8 / 8
clkinv: 0 / 4
a22o: 5 / 5
nor2: 135 / 135
or3: 11 / 11
nor3: 23 / 23
edfxtp: 4 / 4
xor2: 63 / 63
dfrtp: 77 / 77
nor4b: 5 / 5
inv: 25 / 25
nor2b: 13 / 13
o32a: 6 / 6
xnor2: 49 / 49
conb: 2 / 4
o21ai: 23 / 23
a21oi: 34 / 34
mux2: 6 / 6
and4: 13 / 13
clkbuf: 26 / 37
ha: 16 / 16
clkdlybuf4s50: 0 / 19
and3: 20 / 20
dfstp: 8 / 8
buf: 10 / 5
nand4b: 5 / 5
## registers in the layout, summed over array words and instances (netlist names), 6 cells and up
register	flops
U1.count	20
U1.count05	26
U1.count_key	8
U1.counter	29
U1.lins	12
U2.U1.C1	16
U2.U2.rSMG	7
U2.U3.C1	16
U2.U3.rScan	6
u_uart.div_cnt	16
## worst register-to-register path, cell delays in order, from the launching register on
cell and delay (ns):
dfxtp_1 0.35, ha_1 0.21, nand2_1 0.12, or4_1 0.77, o21ai_2 0.63, nor2_1 0.12
Power figures rest on the tool's default switching activity, not on a simulated workload.
